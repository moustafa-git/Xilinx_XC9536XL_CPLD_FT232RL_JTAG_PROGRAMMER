File: flow/run.sh
#!/bin/bash
# OpenROAD 26Q1-2900-gdf79404cd8, Yosys 0.63+post, stock flow scripts
make -C /OpenROAD-flow-scripts/flow DESIGN_CONFIG=/design/flow/config.mk WORK_HOME=/design/flow/orfs finish
File: flow/config.mk
export PLATFORM = sky130hd
export DESIGN_NAME = frequency_
export DESIGN_NICKNAME = frequency_
export VERILOG_FILES = /design/flow/design.v
export SDC_FILE = /design/flow/constraint.sdc
export NUM_CORES = 4
export LEC_CHECK = 1
export CORE_AREA = 10 10 70 70
export DIE_AREA = 0 0 80 80
File: flow/constraint.sdc
current_design frequency_

set clk_period 2.0
set clk_io_pct 0.2

create_clock -name clk0 -period $clk_period [get_ports {clk}]

set non_clock_inputs [all_inputs -no_clocks]
set_input_delay [expr $clk_period * $clk_io_pct] -clock clk0 $non_clock_inputs
set_output_delay [expr $clk_period * $clk_io_pct] -clock clk0 [all_outputs]
File: flow/design.v
`timescale 1ns / 1ps
module frequency_(
input wire clk,
input wire swbtn_1, 
input wire swbtn_2, 
input wire swbtn_3, 
input wire swbtn_4, 
output reg led
    );
reg def = 1;
reg bool2 = 0;
reg bool3 = 0;
reg bool4 = 0;
reg newclk = 0;	 
reg [2:0] count = 3'd0;
assign clkt = clk;
always@(posedge clk)
begin
count = count + 1;
if(swbtn_1 == 1)begin 
def = 1; bool2 = 0; bool3 = 0; bool4 = 0; end
if(swbtn_2 == 1)begin 
def = 0; bool2 = 1; bool3 = 0; bool4 = 0; end
if(swbtn_3 == 1)begin 
def = 0; bool2 = 0; bool3 = 1; bool4 = 0; end
if(swbtn_4 == 1)begin 
def = 0; bool2 = 0; bool3 = 0; bool4 = 1; end
if(bool2 == 1)begin
newclk = count[0]; end  
if(bool3 == 1)begin
newclk = count[1]; end  
if(bool4 == 1)begin
newclk = count[2]; end  
end 
always@(clkt)
begin
if(def == 1)begin
led = clkt; end
else begin
led = newclk; end
end
endmodule
==> flow_summary.yaml <==
# generated from flow reports
timing:
  setup_viol: 0
  rsz0062_at_grt: "false"
  slew_violations: 0
  relSlewSlack: 0.8019
  skew_ns: 0.009911
  hold_viol_final: 0
  tightest_slew_ns: 0.2972
  setup_tns_ns: 0
route:
  wl_met2_um: 201
  vias_per_cell: 3.091
  dr_total_vias: 272
  wl_met1_um: 336
  dr.max_layer_used: "met4"
  routed_wl_um: 645
  firstDrtPassIters: 2
  antenna_cells: 0
  routedWlPerCell_um: 7.330
  wl_met3_um: 97
  drtAntennaViolNets: 0
  drcViolationCount: 0
  drtIter0Drc: 20
power_and_ir_drop:
  max-vdd-ir-drop_uv: 137.6
  p_leak_uw: 0.0001913
  p_total_uw: 393.6
  power_density_nw_per_um2: 804.5
critical_path:
  endpoint_kind: "primary output"
  cp_top_family: "multiplexers"
  required_ns: 1.60
  crit_fanout: 2
  cp_num_cells: 3
  rr_worst_depth: 4
  cp.arrival_ns: 1.46
  startpoint_type: "clock port"
  worst-path-buf-inv: 2
  max_stage_delay_ns: 0.25
  path_cells: "clkbuf_4 -> mux2_4 -> buf_6"
  path_class: "clk -> out"
  crit_path_top_delay_cell: "mux2_4"
final_layout:
  final_layout_top_logic_cells: "7 x dfxtp_1, 5 x clkbuf_4, 4 x clkdlybuf4s50_1, 3 x inv_1, 3 x nor2_1"
  layoutNonFillerInstCount: 88
  drive_above_1_share: 0.2619
  final_core_util: 0.1432
  fin_area_um2: 489.2
  area_delta_synth_final_pct: 49.24
  final_common_cell: "dfxtp_1"
  fillers: 382
logic_synthesis:
  ys_sh_aoi: 0.1298
  ys_types: 19
  synth.avg_cell_area_um2: 10.93
  yosys_area_um2: 327.8
  mux_share: 0.03435
  adder_share: 0.03817
  synthCells: 30
  ys_cells: 30
  yosys_warnings: 2
  seq_area_frac_synth: 0.5191
  synth_flops: 8
  ys_sh_simple: 0.2176
  xor_area_frac: 0.02672
  ys_top_logic_family: "simple AND/OR/NAND/NOR gates"
  syn_area_um2: 327.8
floorplanning:
  initial_utilization: 0.09597
  die_w_um: 80
  fp-row-count: 21
  core_area_um2: 3416
  die_h_um: 80
  chipArea_um2: 6400
  pin_count: 6
global_route:
  grt_start_max_net_pins: 7
  antenna_found_initial: 0
  grtUsageTotal: 0.02328
  grt_pass1_vias: 285
  grt_pass1_wl_um: 1193
  grt-ovfl-total: 0
place:
  portBuffers: 5
  place_inst: 82
  place_area_um2: 442.9
  place.gp.congestion: 0.8386
clock_network:
  cts_tree: "done"
  clkLatencyLatePin_ns: 0.36
  cts_hold_buf: 0
  path_clk_slew_ns: 0.05
  cts_setup_buffers: 0
run:
  maxCapViolCount: 0
  tool_warnings: 27
hold_path:
  min_path_type: "reg -> reg"
  min_path_cells: 1
run_status:
  status: "completed"
-- cell families (layout without fill, tap and decap cells) --
kind of cell               Yosys count  count (layout)
AOI/OAI and AO/OA                    5               5
xor gates and xnor gates             1               1
adders and majority gates            1               1
buffers and inverters                3              15
DFF                                  8               8
muxes                                1               1
and+or+nand+nor                     11              11
-- per-layer routing --
| layer | global-route usage | vias up |
|---|---|---|
| met5 | 0 | - |
| met4 | 0.008803 | 0 |
| met3 | 0.02159 | 3 |
| met2 | 0.02568 | 10 |
| met1 | 0.02969 | 122 |
| li1 | - | 137 |
-- area by class of cell --
cell class                 count  area [um2]  share of cell area
inverter                       3       11.26             0.02302
multi-input combinational     19       150.1              0.3069
timing repair buffer           5       47.55             0.09719
sequential                     8       170.2              0.3478
clock buffer                   7       52.55              0.1074
tap                           46       57.56              0.1176
-- what timing repair did --
item	CTS	global route
gates resized	4	1
setup endpoints to repair	1	1
endpoints found under the hold margin	0	0
-- cell usage after synthesis --
master | n | area [um2]
a21oi_1 | 2 | 10.01
ha_1 | 1 | 12.51
nor3_1 | 1 | 5.000
nand4_1 | 1 | 6.260
nor2_1 | 3 | 11.26
dfxtp_1 | 7 | 140.1
o2bb2ai_2 | 1 | 15.01
a221oi_1 | 1 | 8.760
or4b_4 | 1 | 13.76
nor4_1 | 1 | 6.260
xor2_1 | 1 | 8.760
nor2b_1 | 1 | 6.260
nand2b_1 | 1 | 6.260
inv_1 | 3 | 11.26
mux2_1 | 1 | 11.26
edfxtp_1 | 1 | 30.03
or4b_1 | 1 | 10.01
nand2_2 | 1 | 6.260
o2111ai_1 | 1 | 8.760
-- stage by stage --
step | worst slack (ns) | hold WS, ns
floorplan | 0.3527 | 0.3750
global placement | -0.06000 | 0.3933
detailed placement | -0.06001 | 0.4031
CTS | 0.004947 | 0.4144
global route | 0.1160 | 0.4406
finish | 0.1356 | 0.4084
-- worst register-to-register path, delay by kind of cell, from the launching register on --
| kind | cells | cell delay [ns] |
|---|---|---|
| compound gates | 1 | 0.06 |
| fa+ha+maj | 1 | 0.32 |
| flops | 1 | 0.31 |
| simple gates | 2 | 0.59 |
-- flip-flops by register name (all words and copies together) (netlist names) --
register	cells
bool2	1
bool3	1
bool4	1
count	3
def	1
newclk	1
-- worst paths after layout --
check | start | endpoint | slack (ns)
min | count[0]$_DFF_P_ | count[0]$_DFF_P_ | 0.41
max | clk | led | 0.14
max reg2reg | count[0]$_DFF_P_ | newclk$_DFFE_PP_ | 0.49
min reg2reg | count[0]$_DFF_P_ | count[0]$_DFF_P_ | 0.41
-- where the power goes --
part	internal [uW]	total (uW)	switching [uW]
Sequential	168	170	1.83
Clock	130	193	63.6
Combinational	15.2	30.0	14.8
Power and IR drop assume default switching activity.
